[design/flow/config.mk]
export PLATFORM = sky130hd
export DESIGN_NAME = shifter
export DESIGN_NICKNAME = shifter
export VERILOG_FILES = /design/flow/design.v
export SDC_FILE = /design/flow/constraint.sdc
export NUM_CORES = 4
export LEC_CHECK = 1
export CORE_AREA = 10 10 70 70
export DIE_AREA = 0 0 80 80
[design/flow/constraint.sdc]
current_design shifter

set clk_period 1.0
set clk_io_pct 0.2

create_clock -name clk0 -period $clk_period [get_ports {clk}]

set non_clock_inputs [all_inputs -no_clocks]
set_input_delay [expr $clk_period * $clk_io_pct] -clock clk0 $non_clock_inputs
set_output_delay [expr $clk_period * $clk_io_pct] -clock clk0 [all_outputs]
[design/flow/design.v]
module shifter 
#(
    parameter shift1 = 8,
    parameter shift2 = 8
)
(
    input clk,
    input rst,
    input data,
    output out1,
    output out2
);
    localparam regsize = (shift1 > shift2) ? shift1 : shift2;
    reg [regsize:0] bits;
    always @ (posedge clk) begin
        if (rst)
            bits = 0;
        else begin
            bits = {bits[regsize-1:0], data};
        end
    end
    assign out1 = bits[shift1];
    assign out2 = bits[shift2];
endmodule
[design/flow/run.sh]
#!/bin/bash
# OpenROAD 26Q1-2900-gdf79404cd8, Yosys 0.63+post, stock flow scripts
make -C /OpenROAD-flow-scripts/flow DESIGN_CONFIG=/design/flow/config.mk WORK_HOME=/design/flow/orfs finish
==> impl_metrics.tcl <==
# metrics dict for downstream scripts
set metrics [dict create \
    drt_pass1_iterations 2 \
    detail_route.iter0.violations 5 \
    max_cap_viol_count 0 \
    pin_count_of_the_biggest_net_entering_global_routing 10 \
    cts_tree "done" \
    synth.avg_cell_area_sq_um 12.8 \
    floorplan.initialDensity_pct 7.14 \
    totalPowerFinal_uw 650 \
    wire_per_inst_um 4.93 \
    whs_path_depth 1 \
    final.setup_skew_ps 1.66 \
    vias 132 \
    maxUsedRoutingLayer "met3" \
    drc 0 \
    grt_setup_unrepaired "false" \
    yosys_cells 19 \
    fp-row-count 21 \
    min-delay-path-class "reg -> reg" \
    cts.hold.buffers_added 0 \
    clk_pin_slew_worst_paths_ps 50 \
    chipWidth_um 80 \
    groute.usage.overall_pct 1.30 \
    die_area_sq_mm 0.00640 \
    synthesis.area_sq_um 244 \
    max-slew-margin-rel_pct 79.5 \
    portBuffers 4 \
    route.met2.wl_um 81 \
    core_area_sq_mm 0.00342 \
    yosysWarnings 1 \
    vdd_drop_max_mv 0.413 \
    detailed_place.area_sq_um 334 \
    setup.worst_path.class "reg -> out" \
    drive_above_1_share_pct 15.4 \
    globalRouteOverflowTotal 0 \
    largest_register_ff_count 9 \
    n_antenna_cell 0 \
    crit_fanout 2 \
    vias_per_cell 1.83 \
    syn-instance-count 19 \
    power.leakage_nw 0.126 \
    cts_inserted_buffers 3 \
    timing_worst_slew_pin_value_ps 306 \
    finish.utilization_pct 10.6 \
    finalSetupViolCount 0 \
    met3_wirelength_um 95 \
    openroad.warnings 26 \
    status "finished clean" \
    cp.arrival_ps 740 \
    timing.critical_path.cells "clkdlybuf4s15_1" \
    crit_slowest_cell "dfxtp_2" \
    worst-path-buf-inv 1 \
    clock_insertion_delay_worst_skew_ps 250 \
    worst-r2r-setup-slack_ps 470 \
    grt_antenna_before_repair 0 \
    yosys_stat_area_sq_um 244 \
    max_clock_freq_ghz 1.07 \
    detail-route-antenna-nets 0 \
    worst_setup_path_end_kind "primary output" \
    post_cts_buffers 0 \
    category_of_cells_accounting_for_the_largest_share_of_critical_path_delay "flip-flops" \
    final.period_utilization_pct 93.7 \
    finalHoldViolCount 0 \
    power_density_mw_per_mm2 1800 \
    ctsHtreeMaxLevel 1 \
    final_cell_area_sq_um 362 \
    worst-r2r-cell-count 1 \
    cts.sinks 9 \
    die_h_um 80 \
    buffer_cell_driving_the_clock_tree_root "clkbuf_4" \
    cts-root-to-sink-buffers 2 \
    timing.critical_path.required_ps 800 \
    drt-met1-wl_um 177 \
    layout_top_cell "nor2b_1" \
    gpl.final_weighted_congestion 0.661 \
    critical_path_depth 1 \
    io-pin-count 5 \
    grt_first_pass_wirelength_um 579 \
    synth.yosys.seq_area_share_pct 73.8 \
    crit_path_max_incr_delay_ps 320 \
    final-max-slew-violation-count 0 \
    final_period_minus_worst_setup_slack_ps 937 \
    startpoint_type_of_the_worst_setup_path "flop" \
    timing.hold.ws_ps 438 \
    wirelength_um 355 \
    synth_cell_types 3 \
    number_of_global_route_vias_before_repair 129 \
    syn2layout_area_growth_pct 48.2 \
    ys_ff 9 \
    most-common-layout-cells "9 x nor2b_1, 8 x dfxtp_1, 3 x clkbuf_4" \
]
per-stage QoR:
| step | setup WS [ps] | TNS (ps) | instances |
|---|---|---|---|
| 2_1_floorplan | 420 | 0 | 19 |
| 3_3_place_gp | -38.5 | -312 | 68 |
| 3_5_place_dp | -61.1 | -442 | 68 |
| 4_1_cts | -11.6 | -21.6 | 72 |
| 5_1_grt | 19.7 | 0 | 72 |
| 6_report | 62.8 | 0 | 72 |
final cells by class:
type	count	area [sq um]
fill	406	3050
sequential	9	181
tap	46	57.6
multi-input combinational	9	56.3
timing repair buffer	4	40.0
clock buffer	4	26.3
Yosys cell counts:
cell type / number / area (sq um)
dfxtp_1: 9 / 180
nor2b_1: 9 / 56.3
buf_4: 1 / 7.51
per-layer routing:
metal / vias to the layer above / track usage [%]
met5: - / 0
met4: 0 / 0.176
li1: 70 / -
met1: 53 / 1.41
met3: 0 / 2.50
met2: 9 / 0.963
cell families (layout without fill, tap and decap cells):
group / after synthesis / in the layout / share of synthesized area [%]
AND/OR/NAND/NOR: 9 / 9 / 23.1
flip-flops: 9 / 9 / 73.8
buffers and inverters: 1 / 8 / 3.08
worst paths after layout:
path	start	end
setup / recovery	bits[8]	out2
hold / removal	bits[6]	bits[7]
setup reg to reg	bits[7]	bits[8]
hold reg to reg	bits[6]	bits[7]
what timing repair did:
action,CTS,global route
endpoints found under the setup margin,2,2
hold endpoints to repair,0,0
pin swaps,0,0
gates resized,3,2
cloned,0,0
where the power goes:
| group | switching [mW] | internal, mW | total (mW) |
|---|---|---|---|
| Combinational | 0.00651 | 0.0103 | 0.0169 |
| Sequential | 0.00128 | 0.365 | 0.366 |
| Clock | 0.114 | 0.153 | 0.267 |
| Total | 0.122 | 0.528 | 0.650 |
Power figures rest on the tool's default switching activity, not on a simulated workload.
